`flow/run.sh`:
```
#!/bin/bash
# OpenROAD 26Q1-2900-gdf79404cd8, Yosys 0.63+post, stock flow scripts
make -C /OpenROAD-flow-scripts/flow DESIGN_CONFIG=/design/flow/config.mk WORK_HOME=/design/flow/orfs finish
```
`flow/config.mk`:
```
export PLATFORM = sky130hd
export DESIGN_NAME = counter14
export DESIGN_NICKNAME = counter14
export VERILOG_FILES = /design/flow/design.v
export SDC_FILE = /design/flow/constraint.sdc
export NUM_CORES = 4
export LEC_CHECK = 1
export CORE_AREA = 10 10 72 72
export DIE_AREA = 0 0 82 82
```
`flow/constraint.sdc`:
```
current_design counter14

set clk_period 2.3
set clk_io_pct 0.2

create_clock -name clk0 -period $clk_period [get_ports {clk}]

set non_clock_inputs [all_inputs -no_clocks]
set_input_delay [expr $clk_period * $clk_io_pct] -clock clk0 $non_clock_inputs
set_output_delay [expr $clk_period * $clk_io_pct] -clock clk0 [all_outputs]
```
`flow/design.v`:
```
module counter14(
    input  clk, reset,
    output reg [13:0] data
);
    reg [13:0] state;
    reg [13:0] nextstate;
    always@(posedge clk or negedge reset) begin
        if(!reset)
            state <= 14'd0;
        else
            state <= nextstate;
    end
    always@(*) begin
        case(state)
            14'd0:  nextstate = 14'd1;
            14'd9999:  nextstate = 14'd0;
            default: nextstate = state + 1'd1;
        endcase
    end
    always@(*) begin
        case(state)
            14'd0:  data = 14'd0;
            14'd9999:  data = 14'd9999;
            default: data = state;
        endcase
    end
endmodule
```
==> results.txt <==
impl run done, here's what came out: CTS tree=done, CP Capture Type=output pin, tally of OpenROAD warnings=26, vias in the first global route=609, clock-pin slew on the worst setup and hold paths=0.06 ns, Max rail drop VDD=170 uV, Routed Antenna Nets=0, final worst slack=0.0873 ns, Critical Path AT=1.75 ns, Top-area cell share=0.450, Sw Share=0.187, Clock Power Share=0.486, CP required=1.84 ns, total wire length=1850 um, max reg flops=14, FF+latch count, synth=14, first-pass GRT wire length=3000 um, H-tree levels=1, Late-Pin Clk Latency=0.24 ns, GP Congestion=0.786, 1st-pass router iterations=4, biggest area cells=dfrtp_1 45%, xnor2_1 7.9%, xor2_1 5.6%, status=finished, final reports clean, synthesized area=778 um2, Cells after DPL=131, fin crit period=2.21 ns, PD cells=442 nW/um2, biggest regs=state (14), fin crit share=0.962, max-slew violation count=0, I/O Pins=16, pin count of the biggest net entering global routing=15, NetSw=91.7 uW, CTS sink count=14, Sequential Power Share=0.502, Fin Hold WS=0.552 ns, Tot GR Track Use=0.0561, die area=6720 um2, slew margin rel.=0.575, yosys synthesis chip area=778 um2, per-cell routed wire length=12.6 um, Hold-fix buffers, CTS=0, layout cells sized above 1=0.293, Top reg by flops=state, Clock Skews=0.000990 ns, area grow syn2layout=42.8%, dpl cell area=938 um2, Placeable Area=3690 um2, tally of non-filler cells in the final layout=147, clock buffer count from CTS=3, # DRC=0, clock buffer depth=2, die height=82 um, final instance area=1110 um2, drt initial violations=26, Final Hold Viols=0, reg2reg start=state[12], fp util=0.211, Vias=612, diode count=0, pre-CTS WS=0.125 ns, Crit Path Max Fanout=3, Startpoint Class=flip-flop, Cell Rows=22, Mean Syn Cell Area=9.73 um2, Hold Crit Class=flip-flop to flip-flop, post-synth top area cell=dfrtp_1, WS Path Type=flip-flop to output pin, Lkg Pwr=0.475 nW, DIE WIDTH=82 um, ys cells=80, Cell Type Count=23, Cell Int Power=399 uW, Ys Warns=1, Hold Crit Start=state[11], post-DP HPWL=1260 um, fmax=0.452 GHz, gr ovfl total=0, Power Total=491 uW, Setup Viol. Count Final=0, Mapped Cells=80, max cap viols=0, initial antenna violation count=0, Synth Seq Share=0.450, Comb power frac=0.013, port bufs=15, Via density=4.16, measured slew at the worst slew-check pin=0.635 ns, CTS Root Cell=clkbuf_8, Critical Path Start=state[0]
==> layer usage <==
layer | global-route usage | wire length [um]
met5 | 0 | 0
met4 | 0.0102 | 16
met3 | 0.0209 | 167
met2 | 0.0893 | 819
met1 | 0.0721 | 846
==> power by group through the flow <==
stage	combinational, mW	clock, mW	sequential (mW)
CTS	0.00666	0.245	0.246
global route	0.00701	0.259	0.246
finish	0.00615	0.238	0.246
==> layout make-up <==
| type | count | area, um2 |
|---|---|---|
| repair buffers | 29 | 254 |
| multi-input cells | 50 | 380 |
| fillers | 374 | 2580 |
| inverters | 2 | 7.51 |
| flip-flops and latches | 14 | 354 |
| clock buffers | 4 | 55.1 |
| well taps | 48 | 60.1 |
==> cells in the final DEF (no fill, tap or decap), types with 2 or more instances in the layout <==
cell,instances
dfrtp_1,11
xnor2_1,7
nand4_1,3
inv_1,2
dfrtp_2,3
buf_4,14
clkdlybuf4s50_1,14
and4_1,3
o21ai_1,2
nor2_1,9
nand2_1,3
nand3_1,5
xor2_1,5
clkbuf_8,4
==> Yosys cell counts <==
| library cell | count |
|---|---|
| dfrtp_1 | 14 |
| clkbuf_1 | 11 |
| nor2_1 | 10 |
| xnor2_1 | 7 |
| nand3_1 | 5 |
| xor2_1 | 5 |
| and4_1 | 3 |
| nand2_1 | 3 |
| nand4_1 | 3 |
| and3_1 | 2 |
| buf_4 | 2 |
| ha_1 | 2 |
| inv_1 | 2 |
| o21ai_0 | 2 |
| a21oi_4 | 1 |
| dlygate4sd1_1 | 1 |
| nand3_2 | 1 |
| nand3_4 | 1 |
| nor2b_1 | 1 |
| nor4_1 | 1 |
| nor4_2 | 1 |
| o22a_1 | 1 |
| o22ai_1 | 1 |
==> through the flow <==
step                      utilization  TNS (ns)
final                           0.301         0
after global routing            0.301  -0.00752
after CTS                       0.290         0
after detailed placement        0.254         0
after global placement          0.254         0
after floorplan                     -         0
==> worst paths after layout <==
path	end	slack (ns)	cells after the start
setup reg to reg	state[4]	0.63	7
hold reg to reg	state[11]	0.55	1
setup / recovery	data[1]	0.09	5
min in group asynchronous	state[5]	0.61	1
hold / removal	state[11]	0.55	1
max in group asynchronous	state[13]	1.24	1
==> cells by family after synthesis <==
logic type / Yosys count / synth area share
AND/OR/NAND/NOR: 31 / 0.236
flip-flops: 14 / 0.450
adder cells (fa/ha/maj): 2 / 0.0321
XOR/XNOR: 12 / 0.135
AND-OR/OR-AND: 5 / 0.0531
buffers and inverters: 16 / 0.0932
==> what timing repair did <==
| item | 4_1_cts | 5_1_grt |
|---|---|---|
| buffers inserted | 7 | 5 |
| gates resized | 7 | 4 |
| pin swaps | 4 | 2 |
| setup endpoints to repair | 2 | 1 |
==> critical path: stages, from the launching register on <==
cell	delay, ns
dfrtp_1	0.36
ha_2	0.20
and3_4	0.21
nand3_4	0.10
o21ai_1	0.15
clkdlybuf4s50_1	0.49
Power and IR drop assume default switching activity.
