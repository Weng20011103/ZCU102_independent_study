==> ./design.v <==
module counter17(
    input  clk, reset,
    output reg [16:0] data
);
    reg [16:0] state;
    reg [16:0] nextstate;
    always@(posedge clk or negedge reset) begin
        if(!reset)
            state <= 17'd0;
        else
            state <= nextstate;
    end
    always@(*) begin
        case(state)
            17'd0:  nextstate = 17'd1;
            17'd99999:  nextstate = 17'd0;
            default: nextstate = state + 1'd1;
        endcase
    end
    always@(*) begin
        case(state)
            17'd0:  data = 17'd0;
            17'd99999:  data = 17'd99999;
            default: data = state;
        endcase
    end
endmodule
==> ./run.sh <==
#!/bin/bash
# OpenROAD 26Q1-2900-gdf79404cd8, Yosys 0.63+post, stock flow scripts
make -C /OpenROAD-flow-scripts/flow DESIGN_CONFIG=/design/flow/config.mk WORK_HOME=/design/flow/orfs finish
==> ./config.mk <==
export PLATFORM = sky130hd
export DESIGN_NAME = counter17
export DESIGN_NICKNAME = counter17
export VERILOG_FILES = /design/flow/design.v
export SDC_FILE = /design/flow/constraint.sdc
export NUM_CORES = 4
export LEC_CHECK = 1
export CORE_AREA = 10 10 79 79
export DIE_AREA = 0 0 89 89
==> ./constraint.sdc <==
current_design counter17

set clk_period 2.3
set clk_io_pct 0.2

create_clock -name clk0 -period $clk_period [get_ports {clk}]

set non_clock_inputs [all_inputs -no_clocks]
set_input_delay [expr $clk_period * $clk_io_pct] -clock clk0 $non_clock_inputs
set_output_delay [expr $clk_period * $clk_io_pct] -clock clk0 [all_outputs]
==> summary.rpt <==
=== SYNTHESIS / PLACE & ROUTE SUMMARY ===
----------------------------------------------------
[Synthesis]
  Avg Cell Area, Syn ........................ between 9 and 10 um2
  Distinct cell type count after synthesis ........................ 28
  Post-synthesis cell area ........................ 954.7 um2
  Yosys synthesis chip area ........................ 954.7 um2
  Count of instantiated cells in the yosys netlist ........................ ~110
  Synthesized instance count ........................ around 110
  Post-synth seq share ........................ 44.56%
  Yosys warning count ........................ 1
  Number of flip-flops and latches in the synthesized netlist ........................ 17

[Routing]
  Initial DRC Count ........................ 83
  Routed WL per cell ........................ approximately 14 um
  Diodes inserted ........................ 0
  Routed Wire Length ........................ approximately 2600 um
  Vias ........................ ~840
  Detailed Routing Iterations Pass 1 ........................ 4
  Antenna violation net count after detailed routing ........................ 0
  Number of DRC violations after detailed routing ........................ 0
  Detail-routed via count per cell ........................ 4.347

[Global route]
  Most heavily used metal layer in global routing ........................ met2
  Vias in the first global route ........................ between 800 and 900
  Fraction of met1 tracks used by global routing ........................ between 10% and 20%
  GR Layer Usage met2 ........................ a little over a tenth
  Number of antenna violations at the first check in global routing ........................ 0
  Routing usage on met3 ........................ under 10%
  Global route total overflow ........................ 0
  Overall Global Routing Usage ........................ a little under 7%
  Wire length of the first global-routing pass ........................ approximately 4400 um
  Largest net degree at the start of global routing ........................ 18

[Final layout]
  Registers with the most flip-flops ........................ state: 17 flops
  # fillers ........................ approximately 450
  Area taken by flip-flops and latches ........................ 425.4 um2
  MI comb area ........................ 504.2 um2
  Top logic cell by instance count in the layout ........................ buf_4
  Share of post-route cells with drive strength above 1 ........................ a little under a third
  Register with the most flip-flops ........................ state
  Post-route standard cell area excluding fillers ........................ 1449 um2
  Utilization of the core after routing ........................ a little under a third
  Area Growth Syn to Fin ........................ 51.77%
  Max FFs per register ........................ 17
  Most numerous logic cells after layout ........................ buf_4 (26), dfrtp_1 (17), clkdlybuf4s50_1 (16)

[Die]
  Die extent in x ........................ 89 um
  Std-Cell Core Area ........................ ~4700 um2
  Floorplan-stage core utilization ........................ about a fifth
  I/O pin total ........................ 19
  Number of rows created at floorplan ........................ 25
  Overall die height ........................ just under 90 um
  Total die size ........................ 7921 um2

[Placed design]
  Final Wtd Congestion ........................ about 0.84
  Number of buffers added on ports ........................ 18
  Instance area at placement ........................ around 1200 um2
  Worst-case setup slack after placement ........................ 0.08187 ns
  Post-DP HPWL ........................ ~1700 um

[Status]
  Outcome ........................ completed

[Timing]
  Layout Skew ........................ ~0.007 ns
  Period utilization ........................ a little over nine tenths
  Final setup viols ........................ 0
  Minimum period implied by the final worst setup slack ........................ ~2.2 ns
  Final Hold Fails ........................ 0
  Sum Neg Setup Slack ........................ 0 ns
  Number of max-slew violations in the final report ........................ 0
  Setup repair after global routing missed its margin ........................ no
  Peak Freq ........................ ~450 MHz
  Worst setup slack after layout ........................ just under 0.1 ns
  Slew Limit Headroom ........................ roughly 78%
  Transition time at the pin with the least slew margin ........................ 0.3233 ns

[Clock network]
  Maximum root-to-sink buffer count ........................ 2
  Hold buffers post-CTS ........................ 0
  Sinks on Clock Net ........................ 17
  Clock Root Buffer ........................ clkbuf_8
  Clk latency of the worst-skew pair ........ roughly 0.25 ns
  Deepest level of the CTS H-tree ........................ 1
  Clock tree from TritonCTS ........................ done
  Clock transition at the register clock pins on the worst setup and hold paths after CTS ........................ ~0.070 ns
  CTS buffer count ........................ 3

[Worst hold path]
  Hold Path Class ........................ input pin to async pin

[Critical path]
  CP required ........................ about 2.4 ns
  Arrival time reported for the critical path endpoint ........................ approximately 2.3 ns
  Max Fanout on Critical Path ........................ 4
  Sort of element at the start of the critical path ........................ register
  Crit path capture type ........................ register
  Startpoint-to-endpoint class of the critical path ........................ register to register

[Power and ir drop]
  Combinational Power Share ........................ 1.6%
  Leakage power ........................ ~0.65 nW
  Proportion of total power due to net switching ........................ around a fifth
  Internal portion of total power ........................ 424.3 uW
  Areal power density over the cells ........................ 367.5 nW/um2
  Sequential group share of total power ........................ between 50% and 60%
  Clk pwr share ........................ between 40% and 50%
  VDD IR max ........................ 0.1610 mV
  Psw ........................ roughly 110 uW

[Job]
  Max capacitance violation total ........................ 0
  Count of warning messages emitted by the tools ........................ 26

----------------------------------------------------
[metrics by stage]
stage | total power [mW] | hold WS, ns | std cells
floorplan | 0.3046 | 0.1644 | 105
global placement | 0.3138 | 0.5634 | 173
detailed placement | 0.3137 | 0.5611 | 173
CTS | 0.5335 | 0.5438 | 191
global route | 0.5558 | 0.5519 | 193
finish | 0.5325 | 0.5291 | 193
[per-layer routing]
layer	routed length [um]	part of all wire, %
met1	1265	48
met2	1221	46
met3	128	4.8
met4	33	1.2
met5	0	0
[power by group through the flow]
| stage | registers, mW | logic [mW] | clock network (mW) |
|---|---|---|---|
| 4_1_cts | 0.299 | 0.00917 | 0.225 |
| 5_1_grt | 0.299 | 0.00999 | 0.247 |
| 6_report | 0.299 | 0.00846 | 0.225 |
[worst paths after layout]
path	startpoint	cells after the start	end	slack (ns)
setup / recovery	state[16]	11	state[1]	0.1
hold / removal	reset	2	state[8]	0.53
setup reg to reg	state[16]	11	state[1]	0.1
hold reg to reg	state[6]	2	state[6]	0.57
max in group asynchronous	reset	2	state[16]	1.58
min in group clk0	state[6]	2	state[6]	0.57
[kinds of logic after synthesis]
family	Yosys count	synth area share (%)
adder cells (fa/ha/maj)	2	2.621
flip-flops	17	44.56
AND-OR/OR-AND	6	4.719
XOR/XNOR	14	12.84
AND/OR/NAND/NOR	46	25.95
buffers and inverters	20	9.305
[area by class of cell]
| cell class | count | area share [%] |
|---|---|---|
| Clock buffer | 4 | 3.109 |
| Inverter | 3 | 0.7772 |
| Multi-Input combinational cell | 69 | 34.80 |
| Sequential cell | 17 | 29.36 |
| Tap cell | 54 | 4.663 |
| Timing Repair Buffer | 46 | 27.29 |
[worst max-delay path, cell delays in order, from the launching register on]
cell     delay [ns]
dfrtp_1        0.40
nor4_2         0.30
nand4_1        0.15
buf_4          0.16
buf_4          0.12
buf_4          0.12
buf_4          0.12
buf_4          0.12
buf_4          0.12
buf_4          0.14
a21oi_2        0.25
nor2b_1        0.09
[synthesized netlist by cell type]
master | instances | area share (%)
or2_2 | 1 | 0.66
nand2_1 | 7 | 2.8
buf_6 | 1 | 1.2
or4_4 | 1 | 1.2
nor2b_1 | 1 | 0.66
xor2_1 | 6 | 5.5
a21oi_2 | 2 | 1.8
dfrtp_1 | 17 | 45
buf_2 | 1 | 0.52
nand3_4 | 1 | 1.8
xnor2_1 | 8 | 7.3
and4_4 | 1 | 1.2
nor2_1 | 15 | 5.9
nor4_1 | 4 | 2.6
ha_1 | 2 | 2.6
clkbuf_1 | 14 | 5.5
dlygate4sd1_1 | 1 | 0.92
a21o_1 | 1 | 0.79
nand3_1 | 4 | 2.1
nand4_1 | 6 | 3.9
and2_1 | 1 | 0.66
o21a_1 | 1 | 0.79
and3_2 | 1 | 0.79
o31ai_1 | 1 | 0.79
nor3_1 | 2 | 1.0
o21ai_0 | 1 | 0.52
inv_1 | 3 | 1.2
and3_1 | 1 | 0.66
[timing repair]
item	4_1_cts	5_1_grt
pin swaps	5	5
buffers inserted	14	1
resized	12	2
endpoints found under the setup margin	2	11
gates cloned	0	1
Power figures rest on the tool's default switching activity, not on a simulated workload.
