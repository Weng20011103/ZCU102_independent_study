**/design/flow/constraint.sdc**
```tcl
current_design counter20

set clk_period 4.6
set clk_io_pct 0.2

create_clock -name clk0 -period $clk_period [get_ports {clk}]

set non_clock_inputs [all_inputs -no_clocks]
set_input_delay [expr $clk_period * $clk_io_pct] -clock clk0 $non_clock_inputs
set_output_delay [expr $clk_period * $clk_io_pct] -clock clk0 [all_outputs]
```
**/design/flow/design.v**
```verilog
module counter20(
    input  clk, reset,
    output reg [19:0] data
);
    reg [19:0] state;
    reg [19:0] nextstate;
    always@(posedge clk or negedge reset) begin
        if(!reset)
            state <= 20'd0;
        else
            state <= nextstate;
    end
    always@(*) begin
        case(state)
            20'd0:  nextstate = 20'd1;
            20'd999999:  nextstate = 20'd0;
            default: nextstate = state + 1'd1;
        endcase
    end
    always@(*) begin
        case(state)
            20'd0:  data = 20'd0;
            20'd999999:  data = 20'd999999;
            default: data = state;
        endcase
    end
endmodule
```
**/design/flow/run.sh**
```bash
#!/bin/bash
# OpenROAD 26Q1-2900-gdf79404cd8, Yosys 0.63+post, stock flow scripts
make -C /OpenROAD-flow-scripts/flow DESIGN_CONFIG=/design/flow/config.mk WORK_HOME=/design/flow/orfs finish
```
**/design/flow/config.mk**
```make
export PLATFORM = sky130hd
export DESIGN_NAME = counter20
export DESIGN_NICKNAME = counter20
export VERILOG_FILES = /design/flow/design.v
export SDC_FILE = /design/flow/constraint.sdc
export NUM_CORES = 4
export LEC_CHECK = 1
export CORE_AREA = 10 10 93 93
export DIE_AREA = 0 0 103 103
```
==> run_results.csv <==
group,metric,value,unit
synth,ys_seq_share,45.1,%
power_and_ir_drop,p_leak,0.569,nW
sta,max_slew_margin,50.5,%
die,fp.dieH,103,um
die,chipArea,10600,um2
sta,fmax,305,MHz
placed_design,place_congestion,0.841,
sta,skew,0.000627,ns
routing,drt_iter0_markers,48,
routing,dr.pass1.iters,4,
critical_path,reg2regPathDepth,5,
die,coreArea,6760,um2
sta,final_hold_viol_count,0,
clocking,path_clk_slew,0.07,ns
grt,grt-ovfl-total,0,
synth,yosys.area.top_type_share,45.1,%
critical_path,worstPathMaxFanout,6,
die,die_w,103,um
clocking,cts.sinks,20,
routing,finalWirelength,2560,um
clocking,cts_setup_buffers,0,
clocking,cts_buffers,3,
placed_design,preCtsSetupSlack,1.60,ns
clocking,cts_resized,0,
clocking,hold_buffers,0,
grt,grt_max_degree,21,
grt,grt_usage,5.36,%
sta,grt_setup_unrepaired,"false",
clocking,clockBufferDepth,2,
die,row_count,30,
sta,whs,0.533,ns
cells_and_area,area_growth,25.3,%
placed_design,portBuffers,21,
die,initCoreUtil,16.4,%
clocking,cts_tree,"done",
placed_design,hpwl,2020,um
routing,wl_per_cell,12.2,um
sta,fin_crit,3.27,ns
sta,worst_slack,1.33,ns
synth,synth-seq-cells,20,
power_and_ir_drop,p_switching,0.0553,mW
synth,synth_cells,124,
cells_and_area,drive_gt1_share,6.92,%
sta,slew_viol_final,0,
sta,timing.final.crit_share,71.2,%
synth,yosysUniqueCellTypes,28,
synth,syn_area_per_cell,8.95,um2
flow_run,cap_viol_max_count,0,
power_and_ir_drop,cellPowerDensity,209,nW/um2
synth,common_cells,"dfrtp_1, clkbuf_1, nand2_1",
clocking,cts_max_level,1,
cells_and_area,top_register,"state",
flow_run,warnings,26,
routing,vias,846,
power_and_ir_drop,swShare,19.0,%
synth,yosys_warnings,1,
synth,ys.flop_type,"dfrtp_1",
synth,yosysMostFrequentCell,"dfrtp_1",
sta,tightest_slew,0.743,ns
power_and_ir_drop,power,0.291,mW
synth,synthArstFlopShare,100,%
routing,num_antenna_cells,0,
power_and_ir_drop,internal-power,0.235,mW
synth,synth.top_cells.by_area,"dfrtp_1, xnor2_1, clkbuf_1",
critical_path,cp_data_required_time,3.68,ns
sta,setup_tns,0,ns
critical_path,critical_path_class,"flop to output port",
cells_and_area,final_util,20.6,%
power_and_ir_drop,comb_power_share,1.6,%
critical_path,end_kind,"output port",
cells_and_area,largestRegisters,"state x20",
routing,ant_nets,0,
critical_path,cp.arrival,2.35,ns
clocking,clk_latency,0.25,ns
power_and_ir_drop,p_seq_share,60.5,%
synth,syn_area,1110,um2
critical_path,start_kind,"flop",
sta,finalSetupViolations,0,
grt,grt_pass1_wl,4550,um
synth,ys_cells,124,
power_and_ir_drop,power_frac_clock,37.9,%
synth,edf_count,0,
synth,ys_chip_area,1110,um2
power_and_ir_drop,ir_worst_vdd,0.000189,V
routing,drc_errors,0,
routing,via_per_inst,4.03,
hold_path,hold_path.class,"flop to flop",
die,ioPinCount,22,
grt,antenna_found_initial,0,
synth,yosys.area.top_type,"dfrtp_1",
hold_path,hold_depth,1,
grt,grt_pass1_vias,885,
clocking,cts_root_buffer,"clkbuf_8",
cells_and_area,largest_reg_flops,20,
run_status,status,"complete, no violations",
[power groups by stage]
| stage | combinational (mW) | sequential [mW] | clock, mW |
|---|---|---|---|
| 6_report | 0.00475 | 0.176 | 0.110 |
| 5_1_grt | 0.00572 | 0.176 | 0.122 |
| 4_1_cts | 0.00512 | 0.176 | 0.114 |
[path summary, 6_finish.rpt]
check | end | slack [ns] | startpoint
setup / recovery | data[1] | 1.33 | state[7]
hold / removal | state[11] | 0.53 | state[11]
setup reg to reg | state[18] | 2.36 | state[0]
hold reg to reg | state[11] | 0.53 | state[11]
max in group asynchronous | state[8] | 3.38 | reset
min in group asynchronous | state[14] | 1.00 | reset
[per-layer routing]
metal | global-route usage, % | share of wire (%) | vias up
met3 | 2.30 | 9.3 | 2
met4 | 0.321 | 0.55 | 0
met2 | 7.65 | 38 | 28
li1 | - | - | 426
met5 | 0 | 0 | -
met1 | 7.70 | 52 | 390
[cell usage in the layout (no fill, tap or decap), drive strengths merged, types with 2 or more instances in the layout]
cell,netlist,routed
nand3,5,5
clkdlybuf4s50,0,21
xnor2,7,7
xor2,6,6
clkbuf,16,3
nor4,5,5
or3,3,3
o21ai,5,5
nand4,3,3
nor2,9,9
or4,3,3
inv,5,5
and3,4,4
nor3,3,3
ha,2,2
a21oi,5,5
nand4b,2,2
dfrtp,20,20
nand2,12,12
[kinds of logic after synthesis]
| logic type | Yosys count | share of synthesized area, % |
|---|---|---|
| flip-flops | 20 | 45.1 |
| AND-OR/OR-AND | 14 | 8.00 |
| buffers and inverters | 24 | 8.79 |
| XOR/XNOR | 13 | 10.3 |
| AND/OR/NAND/NOR | 51 | 25.6 |
| adder cells (fa/ha/maj) | 2 | 2.25 |
[critical path: stages (launching register included)]
cell	delay, ns
dfrtp_1	0.45
nor4_1	0.44
nand2_1	0.17
or3_1	0.43
a21o_1	0.20
clkdlybuf4s50_1	0.41
[per-stage QoR]
stage | instance area, um2 | cells
global placement | 1350 | 207
floorplan | 1110 | 124
CTS | 1390 | 210
global route | 1390 | 210
finish | 1390 | 210
detailed placement | 1350 | 207
[area by class of cell]
type	instances	area, um2
fill	751	5370
multi-input combinational	80	512
sequential	20	500
timing repair buffer	22	218
tap	80	100
clock buffer	3	41.3
inverter	5	18.8
No activity file was given, so power comes from the tool's default toggle rates.
